==> flow/design.v <==
`timescale 1ns/1ps
module output_ctrl#(
    parameter PORTNUM        =  16,
    parameter BLK_ADDR_WIDTH =  10,
    parameter LEN_WIDTH      =  10,
    parameter TIMES_WIDTH    =  4 ,
    parameter QUE_LEN_WIDTH  =  5
)(
    input  logic                       i_clk          ,
    input  logic                       i_rst_n        ,
    input  logic [$clog2(PORTNUM)-1:0] i_port         ,
    input  logic                       i_port_vld     ,
    input  logic [BLK_ADDR_WIDTH-1:0 ] i_blk_addr     ,
    input  logic                       i_blk_addr_vld ,
    input  logic [LEN_WIDTH-1:0 ]      i_len          ,
    input  logic                       i_len_vld      ,
    input  logic                       i_r_done       ,
    output logic [BLK_ADDR_WIDTH-1:0 ] o_blk_addr     ,
    output logic                       o_blk_addr_vld ,
    output logic [$clog2(PORTNUM)-1:0] o_port         ,
    output logic                       o_port_vld     ,
    output logic                       o_addr_rdy     ,
    output logic                       o_last_blk_vld ,
    output logic [TIMES_WIDTH-1:0    ] o_last_r_times     
);
localparam s_idle       =  4'd0;
localparam s_send_port  =  4'd1;
localparam s_send_rdy   =  4'd2;
localparam s_get_addr   =  4'd3;
localparam s_wait_len   =  4'd4;
localparam s_len        =  4'd5;
localparam s_wait_done  =  4'd6;
localparam s_last_send  =  4'd7;
localparam s_rls        =  4'd8;
logic [3:0] curr_state;
logic [3:0] next_state;
logic [LEN_WIDTH-1:0      ]   len         ;
logic [QUE_LEN_WIDTH-1:0  ]   send_times  ;
logic [TIMES_WIDTH-1:0    ]   last_r_times;
logic [$clog2(PORTNUM)-1:0]   port        ; 
always_ff @( posedge i_clk or negedge i_rst_n ) begin 
    if( !i_rst_n ) begin
        port <= 'b0;
    end else if(i_port_vld)begin
        port <= i_port;
    end else begin
        port <= port;
    end
end
always_ff @( posedge i_clk or negedge i_rst_n ) begin 
    if( !i_rst_n ) begin
        curr_state <= s_idle;
    end else begin
        curr_state <= next_state;
    end
end
always_comb begin
    if( !i_rst_n ) begin
        next_state = s_idle;
    end else begin
        case(curr_state)
        s_idle     : begin
            if( i_port_vld ) begin
                next_state = s_send_port;
            end else begin
                next_state = s_idle;
            end
        end
        s_send_port    : begin
            next_state = s_send_rdy;
        end
        s_send_rdy: begin
            if( i_blk_addr_vld == 1'b1) begin
                if(send_times == 'b1 ) begin
                    next_state = s_last_send;
                end else begin
                    next_state = s_get_addr;
                end
            end else begin
                next_state = s_send_rdy;
            end
        end
        s_get_addr     : begin
            if( len == 'b0 ) begin
                next_state = s_wait_len;
            end else begin
                next_state = s_wait_done;
            end
        end
        s_wait_len : begin
            if( i_len_vld == 1'b1 ) begin
                next_state = s_len;
            end else begin
                next_state = s_wait_len;
            end
        end
        s_len      : begin
            next_state = s_wait_done;
        end
        s_wait_done: begin
            if( i_r_done == 1'b1 ) begin
                next_state = s_send_rdy;
            end else begin
                next_state = s_wait_done;
            end
        end
        s_last_send: begin
            if( i_r_done == 1'b1  ) begin
                next_state = s_rls;
            end else begin
                next_state = s_last_send;
            end
        end
        s_rls: begin
            next_state = s_idle;
        end
        default: begin
            next_state = s_idle;
        end
        endcase
    end
end
logic   first_flag   ;
always_ff @( posedge i_clk or negedge i_rst_n ) begin 
    if( !i_rst_n ) begin
        o_blk_addr     <= 'b0;
        o_blk_addr_vld <= 'b0;
        o_last_blk_vld <= 'b0;
        o_last_r_times <= 'b0;
        len            <= 'b0;
        send_times     <= 'b0;
        last_r_times   <= 'b0;
        first_flag     <= 'b0;
        o_port         <= 'b0;
        o_port_vld     <= 'b0;
        o_addr_rdy     <= 'b0;
    end else begin
        o_blk_addr     <= 'b0;
        o_blk_addr_vld <= 'b0;
        o_last_blk_vld <= 'b0;
        o_last_r_times <= 'b0;
        len            <= len         ;
        send_times     <= send_times  ;
        last_r_times   <= last_r_times;
        first_flag     <= 'b0;
        o_port         <= 'b0;
        o_port_vld     <= 'b0;
        o_addr_rdy     <= 'b0;
        case(next_state)
        s_idle     : begin
            len            <= 'b0;
            send_times     <= 'b0;
            last_r_times   <= 'b0;
        end
        s_send_port    : begin
            o_port     <= (i_port_vld==1'b1)?i_port:port;
            o_port_vld <= 1'b1   ;
        end
        s_send_rdy: begin
            o_addr_rdy <= 1'b1;
        end
        s_get_addr     : begin
            o_blk_addr <= i_blk_addr;
            o_blk_addr_vld <= 1'b1;
            if(send_times != 'b0) begin
                send_times <= send_times -1'b1;
            end else begin
                send_times <= send_times;
            end
        end
        s_wait_len : begin
        end
        s_len      : begin
            send_times   <= ((i_len + 11'd4 + 11'b1) >> 6 ) + |((i_len + 11'd4+ 11'b1 ) & 11'b111_111)-'b1;
            last_r_times <= (((i_len + 11'd4 + 11'b1) & 11'b111_111) >> 2) + |((i_len + 11'd4 + 11'b1) & 11'b11) - 'b1 ;
            len <= i_len;
        end
        s_wait_done: begin
        end
        s_last_send: begin
            o_blk_addr <= i_blk_addr;
            o_blk_addr_vld <= ~first_flag;
            o_last_blk_vld <= ~first_flag;
            o_last_r_times <= last_r_times;
            first_flag <= 1'b1;
        end
        s_rls: begin
            o_addr_rdy <= 1'b1;
        end
        default: begin
        end
        endcase
    end
end
endmodule
==> flow/constraint.sdc <==
current_design output_ctrl

set clk_period 4.8
set clk_io_pct 0.2

create_clock -name clk0 -period $clk_period [get_ports {i_clk}]

set non_clock_inputs [all_inputs -no_clocks]
set_input_delay [expr $clk_period * $clk_io_pct] -clock clk0 $non_clock_inputs
set_output_delay [expr $clk_period * $clk_io_pct] -clock clk0 [all_outputs]
==> flow/config.mk <==
export PLATFORM = sky130hd
export DESIGN_NAME = output_ctrl
export DESIGN_NICKNAME = output_ctrl
export VERILOG_FILES = /design/flow/design.v
export SDC_FILE = /design/flow/constraint.sdc
export NUM_CORES = 4
export LEC_CHECK = 1
export CORE_UTILIZATION = 40
==> flow/run.sh <==
#!/bin/bash
# OpenROAD 26Q1-2900-gdf79404cd8, Yosys 0.63+post, stock flow scripts
make -C /OpenROAD-flow-scripts/flow DESIGN_CONFIG=/design/flow/config.mk WORK_HOME=/design/flow/orfs finish
==> results.tsv <==
stage	metric	value	unit
die	fp_util	42.2	%
placement	place_area	3120	um2
logic_synthesis	ys_sh_simple	16.4	%
die	std_cell_rows	28	
power	p_int	0.000640	W
run_status	status	finished, final reports clean	
drt	drt_pre_antenna_iters	4	
logic_synthesis	ys_sh_xor	3.45	%
final_timing	rsz0062_at_grt	false	
worst_hold_path	min_from	first_flag$_DFF_PN0_	
worst_setup_path	path_cells	clkdlybuf4s50_1, a22o_1, o31ai_1, a211o_1, a2111o_1, and2_1, mux2_4	
drt	n_antenna_cell	0	
drt	via_count	1779	
die	die-area	6670	um2
clock_network	cts_tree	built	
worst_setup_path	cp-startpoint	i_port_vld	
worst_setup_path	reg2reg_slack	2.07	ns
worst_setup_path	cp_max_fo	20	
drt	drtIter0Drc	114	
clock_network	cts-resized-gates	0	
final_timing	drv_slew	0	
die	core_area	6030	um2
logic_synthesis	synthAoiAreaFrac	15.6	%
power	vdd_ir_drop_max	112	uV
logic_synthesis	ys_chip_area	2540	um2
power	power.density	266	nW/um2
die	io_pins	52	
global_routing	grt_max_degree	46	
power	power_frac_clock	29.6	%
power	p_seq_share	56.8	%
worst_setup_path	slowest_stage	clkdlybuf4s50_1	
logic_synthesis	synth-edff-count	0	
worst_setup_path	r2r_start	len[1]$_DFFE_PN0P_	
logic_synthesis	top_area_share	53.2	%
worst_setup_path	critPathLaunchType	input port	
logic_synthesis	netlist_instances	223	
drt	routed_wl	4.79	mm
logic_synthesis	postSynthSeqShare	54.2	%
logic_synthesis	syn_area	2540	um2
clock_network	post_cts_buffers	0	
layout	fillCellCount	531	
clock_network	htreeDepth	2	
logic_synthesis	ys_sh_adder	3.94	%
worst_hold_path	hold_path_end	o_last_blk_vld$_DFF_PN0_	
logic_synthesis	yosysTopAreaCell	dfrtp_1	
job	cap_viol_max_count	0	
die	die_h	81.7	um
logic_synthesis	synth.most_common_cell	dfrtp_1	
job	warnings	28	
power	power_leakage	1.50	nW
die	fp.dieW	81.7	um
clock_network	path_clk_slew	0.10	ns
drt	drtAntennaViolNets	0	
layout	post-route-util	53.3	%
global_routing	grt_overflow_total	0	
drt	remaining_drc_errors	0	
clock_network	cts.sinks	55	
clock_network	clk-insertion-delay-late	0.30	ns
logic_synthesis	muxShareOfSynthArea	2.96	%
logic_synthesis	synth_cell_types	48	
worst_setup_path	crit_arrival	3.65	ns
logic_synthesis	ys_cells	223	
clock_network	cts_buffers	5	
power	p_sw	0.000213	W
final_timing	fin_skew	0.00878	ns
drt	wl_per_cell	13.6	um
final_timing	relSlewSlack	58.3	%
placement	dp_hpwl	3.54	mm
final_timing	setup_tns	0	ns
layout	area_growth	26.4	%
power	power_frac_comb	13.5	%
logic_synthesis	synth_warnings	1	
logic_synthesis	ys.flops	55	
worst_setup_path	cpPeakStageDelay	0.57	ns
worst_setup_path	setup.worst_path.class	in -> reg	
layout	final_area	3210	um2
logic_synthesis	flop_cell	dfrtp_1	
logic_synthesis	avgSynthCellArea	11.4	um2
logic_synthesis	synthTopCellsByCount	dfrtp_1, nand2_1, and2_1, nor2_1, inv_1	
worst_hold_path	min_path_type	reg -> reg	
clock_network	cts_root_buffer	clkbuf_8	
worst_hold_path	min_path_cells	1	
global_routing	grt_pass1_vias	1663	
final_timing	setup_viol	0	
clock_network	cts_buffer_depth	2	
final_timing	tightest_slew	0.626	ns
drt	viasPerCell	5.04	
power	switching_share	24.9	%
worst_setup_path	worstPathRequired	4.99	ns
final_timing	max_freq	289	MHz
worst_setup_path	reg2reg_depth	6	
logic_synthesis	ys_top_cells_by_area	dfrtp_1, ha_1, a22o_1, and2_1, xnor2_1	
final_timing	min_period	3.46	ns
global_routing	antenna_found_initial	0	
final_timing	min_period_over_period	72.0	%
layout	layout-drive-gt1-share	9.35	%
logic_synthesis	async_flop_share	100	%
worst_setup_path	worstReg2RegEnd	send_times[0]$_DFFE_PN0P_	
final_timing	hold_violations	0	
placement	gp_congestion	0.890	
global_routing	grt_util_all_layers	15.6	%
clock_network	cts_hold_buffers	0	
global_routing	grt_pass1_wl	7.80	mm
placement	io_buffers	51	
worst_setup_path	endpoint_kind	flop	
logic_synthesis	logic_family	simple AND/OR/NAND/NOR gates	
==> kinds of logic (layout without fill, tap and decap cells) <==
logic type / Yosys count / after routing
AND-OR/OR-AND: 50 / 50
adder cells (fa/ha/maj): 8 / 8
multiplexers: 6 / 6
XOR/XNOR: 10 / 10
buffers and inverters: 19 / 74
flip-flops: 55 / 55
AND/OR/NAND/NOR: 75 / 75
==> cell usage in the layout, fill, tap and decap left out, types with 2 or more instances in the layout <==
| master | instances |
|---|---|
| dfrtp_1 | 54 |
| clkdlybuf4s50_1 | 50 |
| nand2_1 | 14 |
| and2_1 | 13 |
| nor2_1 | 12 |
| inv_1 | 11 |
| a22o_1 | 10 |
| and3_1 | 8 |
| o21ai_0 | 8 |
| ha_1 | 8 |
| nor2b_1 | 7 |
| xnor2_1 | 7 |
| a21oi_1 | 5 |
| nand3_1 | 5 |
| clkbuf_8 | 5 |
| mux2_2 | 4 |
| o2bb2ai_1 | 4 |
| a21o_1 | 3 |
| xor2_1 | 3 |
| nor4_1 | 3 |
| buf_4 | 3 |
| a31oi_1 | 2 |
| or2_2 | 2 |
| o31ai_1 | 2 |
| a211o_1 | 2 |
| nand2b_1 | 2 |
| a22oi_1 | 2 |
| o41a_1 | 2 |
| nand4_1 | 2 |
| o22ai_1 | 2 |
| mux2_4 | 2 |
==> sequential cells by signal, indices dropped and copies added, names as in the netlist <==
signal / cells
curr_state: 9
first_flag: 1
last_r_times: 4
len: 10
o_addr_rdy: 1
o_blk_addr: 10
o_blk_addr_vld: 1
o_last_blk_vld: 1
o_last_r_times: 4
o_port: 4
o_port_vld: 1
port: 4
send_times: 5
==> worst max path at each step <==
| stage | end | slack [ns] | cells after the start |
|---|---|---|---|
| 4_1_cts | send_times[0]$_DFFE_PN0P_ | 1.37 | 8 |
| 6_report | send_times[0]$_DFFE_PN0P_ | 1.34 | 7 |
| 5_1_grt | send_times[0]$_DFFE_PN0P_ | 1.13 | 7 |
==> power groups by stage <==
stage     registers (W)  clock network [W]  logic [W]
4_1_cts        0.000484           0.000266   0.000117
5_1_grt        0.000486           0.000283   0.000128
6_report       0.000484           0.000253   0.000115
==> routing by layer <==
metal / track usage [%] / wire, um / part of all wire (%)
met2: 23.7 / 2040 / 42
met5: 0 / 0 / 0
met3: 3.04 / 301 / 6.3
met1: 24.8 / 2420 / 50
met4: 1.93 / 38 / 0.79
==> stage by stage <==
stage	std cells	power [W]	setup slack [ns]	hold slack [ns]
after floorplan	223	0.000553	2.02	0.398
after CTS	353	0.000867	1.37	0.422
after global routing	353	0.000897	1.13	0.442
final	353	0.000852	1.34	0.419
after detailed placement	345	0.000610	1.06	0.406
after global placement	345	0.000610	1.11	0.406
==> worst max-delay path, delay by kind of cell <==
| kind | cells | cell delay, ns |
|---|---|---|
| multiplexers | 1 | 0.32 |
| AND-OR/OR-AND | 4 | 1.43 |
| AND/OR/NAND/NOR | 1 | 0.35 |
| buffers and inverters | 1 | 0.57 |
==> area by class of cell <==
cell class | count | area (um2) | share of cell area [%]
Timing Repair Buffer | 54 | 528 | 16.5
Clock buffer | 5 | 68.8 | 2.14
Multi-Input combinational cell | 149 | 1070 | 33.5
Inverter | 12 | 45.0 | 1.40
Sequential cell | 55 | 1380 | 42.9
Tap cell | 75 | 93.8 | 2.92
Clock inverter | 3 | 22.5 | 0.702
Power is estimated from default activity; no workload was simulated.
