[flow/design.v]
`timescale 1ns / 1ns
module onehot2bin #(
    parameter  ONE_HOT_WIDTH    = 8
)(
    input[ONE_HOT_WIDTH-1 : 0]                 one_hot_code,
    output logic [$clog2(ONE_HOT_WIDTH)-1 : 0]  bin_code    
);
logic [$clog2(ONE_HOT_WIDTH)-1 : 0]     temp1 [ONE_HOT_WIDTH-1 : 0];
logic [ONE_HOT_WIDTH-1 : 0] 			temp2 [$clog2(ONE_HOT_WIDTH)-1 : 0];
genvar i,j,k;
generate
    for(i = 0; i < ONE_HOT_WIDTH; i = i+1)begin : temp1_loop
        assign temp1[i] = one_hot_code[i]? i:'b0;
    end
endgenerate
generate
    for(i = 0; i < ONE_HOT_WIDTH; i = i+1)begin : temp_ch1
        for(j = 0; j < $clog2(ONE_HOT_WIDTH); j = j+1)begin  : temp_ch2
            assign temp2[j][i] = temp1[i][j];
        end
    end
endgenerate
generate
    for(j = 0; j < $clog2(ONE_HOT_WIDTH); j = j+1)begin : temp2_loop
        assign bin_code[j] = |temp2[j];
    end
endgenerate
endmodule
`timescale 1ps/1ps
module port_arbitrator#(
    parameter PORTNUM  = 16 
)(
    input  logic               i_clk        ,
    input  logic               i_rst_n      ,
    input  logic [PORTNUM-1:0] i_req        ,
    input  logic               i_eop        ,
    input  logic               i_ready,
    output logic               o_port_ready ,
    output logic [PORTNUM-1:0] o_resp       ,
    output logic [PORTNUM-1:0] o_nresp      ,
    output logic                       o_en ,
    output logic [$clog2(PORTNUM)-1:0] o_sel  
);
logic                       working         ;
logic [$clog2(PORTNUM)-1:0] bin_sel         ;
logic [PORTNUM-1:0]         sel             ;
always_ff @(posedge i_clk or negedge i_rst_n) begin
    if( !i_rst_n ) begin
        working <= 'b0 ;
    end else if( working == 1'b0 && (i_req!='b0)&& (i_ready!='b0)) begin
        working <= 1'b1;
    end else if(  working == 1'b1 && i_eop == 1'b1 ) begin
        working <= 1'b0;
    end else begin
        working <= working;
    end
end
round_robin_arbiter # (
    .N_REQ  (PORTNUM)    
)round_robin_arbiter_inst(
    .i_clk   (i_clk  ),
    .i_rst_n (i_rst_n),
    .i_req   (i_req  ),
    .o_grant (sel    )
);
logic sel_en  ;   
always_ff@(posedge i_clk or negedge i_rst_n) begin
    if( !i_rst_n ) begin
        sel_en <= 1'b0;
    end else begin
        if(working == 1'b0 && (i_req!='b0)&& (i_ready!='b0)) begin
            sel_en <= 1'b1;
        end else begin
            sel_en <= 1'b0;
        end
    end
end
onehot2bin #(
    .ONE_HOT_WIDTH(PORTNUM)
)onehot2bin_inst(
    .one_hot_code( sel        ) ,
    .bin_code    ( bin_sel    )
);   
always_ff @(posedge i_clk or negedge i_rst_n) begin
    if( !i_rst_n ) begin
        o_en  <= 1'b0;
    end else begin
        if( sel_en ) begin
            o_en  <= 1'b1;
        end else if(  working == 1'b1 && i_eop == 1'b1 ) begin
            o_en  <= 1'b0;
        end else begin
            o_en  <= o_en;
        end
    end
end
always_ff @( posedge i_clk or negedge i_rst_n ) begin
    if( !i_rst_n ) begin
        o_sel <= 'b0;
    end else begin
        if( sel_en ) begin
            o_sel <= bin_sel;
        end else begin
            o_sel <= o_sel;
        end
    end 
end
always_comb begin
    if( !i_rst_n ) begin
        o_resp       = 'b0;
        o_nresp      = 16'hff_ff;
    end else if( sel_en  ) begin
        o_resp       =  sel;
        o_nresp      = ~sel;
    end else begin
        o_resp       <= 'b0;
        o_nresp      <= 16'hff_ff;
    end
end
assign o_port_ready = ~working;
endmodule
module round_robin_arbiter # (
    parameter  N_REQ  =  16     
)(
    input  logic             i_clk   ,
    input  logic             i_rst_n ,
    input  logic [N_REQ-1:0] i_req   ,
    output logic [N_REQ-1:0] o_grant 
);
logic [N_REQ-1:0]  rotate_ptr  ;
logic [N_REQ-1:0]  mask_req    ;
logic [N_REQ-1:0]  mask_grant  ;
logic [N_REQ-1:0]  grant_comb  ;
logic              no_mask_req ;
logic [N_REQ-1:0]  nomask_grant;
logic              update_ptr  ;
genvar i;
assign update_ptr = |o_grant;
always_ff @( posedge i_clk or negedge i_rst_n ) begin
    if( !i_rst_n ) begin
        rotate_ptr[0] <= 1'b1;
        rotate_ptr[1] <= 1'b1;
    end else begin
        if( update_ptr ) begin
            rotate_ptr[0] <= o_grant[N_REQ-1];
            rotate_ptr[1] <= o_grant[N_REQ-1] | o_grant[0];
        end else  begin
            rotate_ptr[0] <= rotate_ptr[0];
            rotate_ptr[1] <= rotate_ptr[1];
        end
    end
end
generate
    for(i=2;i<N_REQ;i=i+1) begin
        if( i == 0 ) begin
        end
        always @ (posedge i_clk or negedge i_rst_n) begin
            if (!i_rst_n)
                rotate_ptr[i] <= 1'b1;
            else begin
                if (update_ptr)
                    rotate_ptr[i] <= o_grant[N_REQ-1] | (|o_grant[i-1:0]);
                else begin
                    rotate_ptr[i] <= rotate_ptr[i];
                end
            end
        end
    end
endgenerate
assign mask_req = i_req & rotate_ptr;
assign mask_grant[0] = mask_req[0];
generate 
    for (i=1;i<N_REQ;i=i+1) begin
        assign mask_grant[i] = (~|mask_req[i-1:0]) & mask_req[i];
    end
endgenerate
assign nomask_grant[0] = i_req[0];
generate
    for (i=1;i<N_REQ;i=i+1) begin
        assign nomask_grant[i] = (~|i_req[i-1:0]) & i_req[i];
    end
endgenerate
assign no_mask_req = ~|mask_req[N_REQ-1:0];
assign grant_comb[N_REQ-1:0] = mask_grant[N_REQ-1:0] | (nomask_grant[N_REQ-1:0] & {N_REQ{no_mask_req}});
always @ (posedge i_clk or negedge i_rst_n) begin
	if (!i_rst_n ) begin
        o_grant <= {N_REQ{1'b0}};
    end else begin
        o_grant <= grant_comb & ~o_grant;   
    end
end
endmodule
[flow/run.sh]
#!/bin/bash
# OpenROAD 26Q1-2900-gdf79404cd8, Yosys 0.63+post, stock flow scripts
make -C /OpenROAD-flow-scripts/flow DESIGN_CONFIG=/design/flow/config.mk WORK_HOME=/design/flow/orfs finish
[flow/config.mk]
export PLATFORM = sky130hd
export DESIGN_NAME = port_arbitrator
export DESIGN_NICKNAME = port_arbitrator
export VERILOG_FILES = /design/flow/design.v
export SDC_FILE = /design/flow/constraint.sdc
export NUM_CORES = 4
export LEC_CHECK = 1
export CORE_UTILIZATION = 50
[flow/constraint.sdc]
current_design port_arbitrator

set clk_period 4.3
set clk_io_pct 0.2

create_clock -name clk0 -period $clk_period [get_ports {i_clk}]

set non_clock_inputs [all_inputs -no_clocks]
set_input_delay [expr $clk_period * $clk_io_pct] -clock clk0 $non_clock_inputs
set_output_delay [expr $clk_period * $clk_io_pct] -clock clk0 [all_outputs]
==> results.json <==
{
  "cts_resized": 0,
  "yosys_warnings": 5,
  "timing.rr.end": "round_robin_arbiter_inst.o_grant[9]$_DFF_PN0_",
  "fin_setup_tns_ns": 0,
  "place_congestion": 0.903,
  "viasPerCell": 5.87,
  "reg2reg_slack_ns": 2.14,
  "crit_chain": "clkbuf_2 > and2_1 > nand2_1 > inv_1 > clkdlybuf4s50_1",
  "fin_crit_sh_pct": 69.6,
  "maxSlewHeadroom_pct": 53.3,
  "cts_tree": "yes",
  "post-route-min-period_ns": 2.99,
  "clockBufferDepth": 2,
  "antenna_found_initial": 0,
  "setup_ws_ns": 1.31,
  "edf_count": 0,
  "crit_start": "i_rst_n",
  "arrival_ns": 2.13,
  "grt_pass1_wl_mm": 8.48,
  "fp_util_pct": 52.5,
  "p_int_mw": 0.989,
  "yosys_cells": 226,
  "dp_hpwl_mm": 3.95,
  "drtPass1Iterations": 4,
  "async_flop_share_pct": 100,
  "final_cell_mix": "clkdlybuf4s50_1, nand2_1, dfrtp_1, inv_1, dfstp_2",
  "antenna_cells": 0,
  "fmax_mhz": 334,
  "leakagePower_nw": 1.29,
  "combinationalPowerShare_pct": 42.7,
  "areaGrowthSynthToFinish_pct": 33.3,
  "drc_errors": 0,
  "htreeDepth": 2,
  "fin_worst_skew_ns": 0.00558,
  "power_frac_clock_pct": 17.1,
  "synthCells": 226,
  "crit_path_end_kind": "output port",
  "post_route_cells_drive_above_1_share_pct": 14.0,
  "ys_area_sq_mm": 0.00212,
  "hold_class": "reg2reg",
  "power_per_cell_area_mw_per_mm2": 555,
  "ant_nets": 0,
  "ys.flops": 39,
  "status": "complete, no violations",
  "cp_max_fo": 15,
  "ir_drop_mv": 0.352,
  "hold_viol": 0,
  "rows": 23,
  "num_vias": 1972,
  "critPathKind": "in2out",
  "drt_iter0_markers": 148,
  "yosysSeqAreaShare_pct": 47.0,
  "p_seq_share_pct": 40.2,
  "die_area_sq_mm": 0.00450,
  "switchingPower_mw": 0.576,
  "cts_sinks": 39,
  "r2r_cells": 4,
  "ff_type": "dfrtp_1",
  "avgSynthCellArea_sq_um": 9.37,
  "netlist_area_sq_mm": 0.00212,
  "rsz0062_at_grt": "no",
  "die_x_um": 67.1,
  "port_buffers": 57,
  "warnings": 26,
  "cts_buffers": 5,
  "tightest_slew_ns": 0.700,
  "core_sq_mm": 0.00403,
  "holdBufCountCts": 0,
  "io_pins": 58,
  "start_kind": "input port",
  "crit_slowest_cell": "and2_1",
  "synth.distinct_cells": 48,
  "die_h_um": 67.1,
  "setup.worst_path.end": "o_resp[4]",
  "layout_top_cell": "clkdlybuf4s50_1",
  "setup-violations-final": 0,
  "clk_pin_slew_ns": 0.07,
  "slew_viol_final": 0,
  "reg2reg_from": "round_robin_arbiter_inst.rotate_ptr[8]$_DFFE_PN1P_",
  "first_global_vias": 1736,
  "track_usage_pct": 26.7,
  "post-place-ws_ns": 1.20,
  "cap_viol_max_count": 0,
  "wl_mm": 5.38,
  "grt_max_degree": 41,
  "worst_ep_required_time_ns": 3.44,
  "worstSkewPairLatency_ns": 0.29,
  "grt_overflow_total": 0,
  "post_cts_buffers": 0,
  "switching_share_pct": 36.8,
  "slowest_delay_ns": 0.50,
  "wl_per_cell_um": 16.0,
  "worst_hold_slack_ns": 0.480,
  "root_buffer": "clkbuf_8"
}
[cell usage after synthesis (6+ instances only)]
cell type / count / area, sq um
nand2_1: 29 / 109
nand4_1: 9 / 56.3
nand3_1: 6 / 30.0
dfrtp_1: 23 / 576
inv_1: 22 / 82.6
a21oi_1: 9 / 45.0
nor3_1: 6 / 30.0
dfstp_2: 16 / 420
nor2_1: 15 / 56.3
[through the flow]
stage	std cells	util, %	power [mW]	cell area, sq um
2_1_floorplan	226	-	1.06	2120
3_3_place_gp	328	67.5	1.28	2720
3_5_place_dp	328	67.5	1.29	2720
4_1_cts	336	70.0	1.56	2820
5_1_grt	336	70.0	1.66	2820
6_report	336	70.0	1.57	2820
[cell families after synthesis]
family          synth area share [%]
simple gates                    28.8
buf+inv                         5.73
compound gates                  14.8
flops                           47.0
mux                             3.61
[worst max-delay path, delay by kind of cell]
family        cells  cell delay [ns]
simple gates      2             0.65
buf+inv           3             0.61
[worst min path at each step]
stage,from,end,slack [ns],depth (start not counted)
global route,round_robin_arbiter_inst.rotate_ptr[6]$_DFFE_PN1P_,round_robin_arbiter_inst.rotate_ptr[6]$_DFFE_PN1P_,0.50,2
CTS,round_robin_arbiter_inst.rotate_ptr[6]$_DFFE_PN1P_,round_robin_arbiter_inst.rotate_ptr[6]$_DFFE_PN1P_,0.49,2
finish,round_robin_arbiter_inst.rotate_ptr[6]$_DFFE_PN1P_,round_robin_arbiter_inst.rotate_ptr[6]$_DFFE_PN1P_,0.48,2
[area by class of cell]
| class | instances | area, sq um |
|---|---|---|
| clock buffer | 8 | 100 |
| sequential | 39 | 996 |
| tap | 50 | 62.6 |
| inverter | 22 | 82.6 |
| fill | 302 | 1210 |
| timing repair buffer | 59 | 581 |
| multi-input combinational | 158 | 1000 |
[flip-flops by register name (all words and copies together), names as in the netlist]
name and flops:
sel_en 1, o_en 1, working 1, o_sel 4, round_robin_arbiter_inst.rotate_ptr 16, round_robin_arbiter_inst.o_grant 16
[layer usage]
layer / vias up / global-route usage, % / share of wire, %
li1: 940 / - / -
met1: 963 / 39.8 / 44
met2: 60 / 42.5 / 48
met3: 9 / 4.86 / 6.3
met4: 0 / 4.52 / 1.7
met5: - / 0 / 0
[power groups by stage]
stage	Combinational [mW]	Sequential, mW	Clock [mW]
6_report	0.668	0.628	0.268
5_1_grt	0.734	0.643	0.287
4_1_cts	0.664	0.627	0.273
Power figures rest on the tool's default switching activity, not on a simulated workload.
