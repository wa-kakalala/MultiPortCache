==> flow/design.v <==
`timescale 1ns/1ps
module read_sram #(
    parameter AWIDTH     = 14, 
    parameter BLK_AWIDTH = 10,
    parameter DWIDTH     = 32
)(
    input  logic                         i_clk                ,
    input  logic                         i_rst_n              ,
    input  logic [AWIDTH-1:0]            i_blk_addr           ,
    input  logic                         i_blk_addr_vld       ,
    input  logic                         i_last_blk_vld       ,
    input  logic [AWIDTH-BLK_AWIDTH-1:0] i_last_blk_n         ,
    input  logic [DWIDTH-1:0]            i_sram_rd_data       ,
    output logic                         o_read_finish        ,
    output logic                         o_read_almost_finish ,
    output logic                         o_sram_rd_en         ,
    output logic [AWIDTH-1:0]            o_sram_rd_addr       ,
    output logic                         o_rd_sop             ,
    output logic                         o_rd_eop             ,
    output logic                         o_rd_vld             ,
    output logic [DWIDTH-1:0]            o_rd_data            ,
    output logic [DWIDTH-1:0]            o_pkt_hdr            ,
    output logic                         o_pkt_hdr_vld        ,
    output logic [DWIDTH-1:0]            o_crc                ,
    output logic                         o_crc_vld            
);
localparam s_idle         =  3'd0;
localparam s_rd_first_blk =  3'd1;
localparam s_send_hdr     =  3'd2;
localparam s_rd_sram      =  3'd3;
localparam s_rd_last_blk  =  3'd4;
localparam s_rd_end       =  3'd5;
logic [2:0] curr_state;
logic [2:0] next_state;
logic [AWIDTH-BLK_AWIDTH-1:0] rd_times     ;
logic [AWIDTH-BLK_AWIDTH-1:0] last_rd_times;
logic                         last_rd_blk  ;
logic [AWIDTH-1:0]            blk_addr     ;
always_ff @( posedge i_clk or negedge i_rst_n ) begin
    if(!i_rst_n ) begin
        blk_addr <= 'b0;
    end else if(i_blk_addr_vld ) begin
        blk_addr <= i_blk_addr;
    end else begin
        blk_addr <= blk_addr;
    end 
end
always_ff @( posedge i_clk or negedge i_rst_n ) begin
    if(!i_rst_n) begin
        last_rd_blk <= 'b0;
        last_rd_times <= 'b0;
    end else begin
        if( curr_state == s_idle ) begin
            last_rd_blk <= 'b0;
            last_rd_times <= 'b0;
        end else if( i_last_blk_vld ) begin
            last_rd_blk <= 1'b1;
            last_rd_times <= i_last_blk_n;
        end else begin
            last_rd_blk <= last_rd_blk;
            last_rd_times <= last_rd_times;
        end 
    end
end
always_ff @( posedge i_clk or negedge i_rst_n ) begin
    if(!i_rst_n ) begin
        curr_state <= s_idle;
    end else begin
        curr_state <= next_state;
    end
end
always_comb begin
    if( !i_rst_n )  begin
        next_state = s_idle;
    end else begin
       case (curr_state)
       s_idle         : begin
            if( i_blk_addr_vld ) begin
                next_state = s_rd_first_blk;
            end else begin
                next_state = s_idle;
            end
       end
       s_rd_first_blk : begin
            next_state = s_send_hdr;
       end
       s_send_hdr     : begin
            next_state = s_rd_sram;
       end
       s_rd_sram      : begin
            if(rd_times == 'd15 && last_rd_blk == 1'b1 ) begin
                next_state = s_rd_last_blk;
            end else begin
                next_state = s_rd_sram;
            end
       end
       s_rd_last_blk  : begin
            if( rd_times == last_rd_times ) begin
                next_state = s_rd_end     ;
            end else begin
                next_state = s_rd_last_blk;
            end
       end
       s_rd_end       : begin
            next_state = s_idle     ;
       end
       default        : begin
            next_state = s_idle     ;
       end
       endcase
    end
end
always_ff@( posedge i_clk or negedge i_rst_n ) begin
    if( !i_rst_n )  begin
        o_read_finish       <= 'b0;
        o_read_almost_finish<= 'b0;
        o_sram_rd_en        <= 'b0;
        o_sram_rd_addr      <= 'b0;
        o_rd_sop            <= 'b0;
        o_rd_eop            <= 'b0;
        o_rd_vld            <= 'b0;
        rd_times            <= 'b0;
        o_pkt_hdr_vld       <= 'b0;
    end else begin
        o_read_finish       <= 'b0;
        o_read_almost_finish<= 'b0;
        o_sram_rd_en        <= 'b0;
        o_sram_rd_addr      <= 'b0;
        o_rd_sop            <= 'b0;
        o_rd_eop            <= 'b0;
        o_rd_vld            <= 'b0;
        o_pkt_hdr_vld       <= 'b0;
        rd_times            <= rd_times;
        case( next_state )
        s_idle        : begin
            rd_times <= 'b0;
        end
        s_rd_first_blk: begin
            o_sram_rd_addr <= i_blk_addr;
            o_sram_rd_en   <= 1'b1;
            o_rd_sop       <= 1'b1;
        end
        s_send_hdr    : begin
            o_sram_rd_addr <= o_sram_rd_addr+1'b1;
            o_pkt_hdr_vld  <= 1'b1;
            o_sram_rd_en   <= 1'b1;
            rd_times       <= rd_times +1'b1;
            o_rd_vld       <= 1'b1;
        end
        s_rd_sram     : begin
            if(rd_times == 'd15 ) begin
                o_sram_rd_addr <= blk_addr;
                rd_times       <= 'b0;
            end else begin
                o_sram_rd_addr <= o_sram_rd_addr+1'b1;
                rd_times       <= rd_times +1'b1;
            end
            o_read_finish <= (rd_times == 'd15) ? 1'b1 : 1'b0;
            o_read_almost_finish <= (rd_times == 'd10) ? 1'b1 : 1'b0;
            o_sram_rd_en   <= 1'b1;
            o_rd_vld       <= 1'b1;
        end
        s_rd_last_blk : begin
            if(rd_times == 'd15 ) begin
                o_sram_rd_addr <= blk_addr;
                rd_times       <= 'b0;
            end else begin
                o_sram_rd_addr <= o_sram_rd_addr+1'b1;
                rd_times       <= rd_times +1'b1;
            end
            o_sram_rd_en   <= 1'b1;
            o_rd_vld       <= 1'b1;
        end
        s_rd_end      : begin
            o_read_almost_finish <= 1'b1;
            o_read_finish        <= 1'b1;
            o_rd_eop       <= 1'b1;
        end
        default       : begin
        end
        endcase
    end
end
assign o_rd_data = (o_rd_vld == 1'b1)?i_sram_rd_data:'b0;
assign o_pkt_hdr = (o_pkt_hdr_vld==1'b1)?i_sram_rd_data:'b0;
assign o_crc_vld = o_rd_eop;
assign o_crc     = (o_rd_eop==1'b1)?i_sram_rd_data:'b0;
endmodule
==> flow/run.sh <==
#!/bin/bash
# OpenROAD 26Q1-2900-gdf79404cd8, Yosys 0.63+post, stock flow scripts
make -C /OpenROAD-flow-scripts/flow DESIGN_CONFIG=/design/flow/config.mk WORK_HOME=/design/flow/orfs finish
==> flow/config.mk <==
export PLATFORM = sky130hd
export DESIGN_NAME = read_sram
export DESIGN_NICKNAME = read_sram
export VERILOG_FILES = /design/flow/design.v
export SDC_FILE = /design/flow/constraint.sdc
export NUM_CORES = 4
export LEC_CHECK = 1
export CORE_UTILIZATION = 40
==> flow/constraint.sdc <==
current_design read_sram

set clk_period 5.1
set clk_io_pct 0.2

create_clock -name clk0 -period $clk_period [get_ports {i_clk}]

set non_clock_inputs [all_inputs -no_clocks]
set_input_delay [expr $clk_period * $clk_io_pct] -clock clk0 $non_clock_inputs
set_output_delay [expr $clk_period * $clk_io_pct] -clock clk0 [all_outputs]
==> impl_metrics.yaml <==
# yosys + openroad results
cells_and_area:
  register_area_um2: 1250
  fill_cells: 642
  layout.area.comb_um2: 1790
  drive_gt1_frac: 0.0664
  area_growth_pct: 57.3
detailed_routing:
  drc: 0
  via_per_inst: 5.02
  diodes: 0
  drt-total-wl_mm: 9.18
  drt_iter0_drc: 100
  first_pass_iters: 4
  wl_per_cell_um: 15.3
  drtAntennaViolNets: 0
  vias: 3008
synthesis:
  synth_area_um2: 3180
  ys_ff: 50
  ys_cells: 338
  ff_type: "dfrtp_1"
  top_area_cell: "dfrtp_1"
  ys_warn_count: 1
  synthTopCellsByArea: "dfrtp_1, and2_1, mux2_2"
  ys_area_um2: 3180
  syn_inst: 338
  synth.distinct_cells: 49
  async_flop_share: 1.00
  edf_count: 0
  synth_area_per_cell_um2: 9.41
  common_cells: "and2_1, dfrtp_1, nor2_1, nand2_1, mux2_2"
  synth_top_cell_by_count: "and2_1"
  top_cell_area_share: 0.386
  postSynthSeqShare: 0.394
final_timing:
  rsz0062_at_grt: "no"
  period_used_share: 0.625
  min_period_ns: 3.19
  fin_skew_ns: 0.0113
  setup_slack_ns: 1.91
  fmaxAchievable_ghz: 0.314
  max_slew_margin: 0.417
  hold_viol_final: 0
  slew_viol_final: 0
  setup_viol: 0
  fin_setup_tns_ns: 0
  tightest_slew_ns: 0.874
clock_network:
  clkTransAtPathRegs_ns: 0.08
  clk_latency_ns: 0.30
  postCtsSetupBuffers: 0
  numCtsBuffers: 5
  post_cts_resized: 0
  cts-root-buf: "clkbuf_8"
  cts-htree-levels: 2
  clock_sinks: 50
  cts_tree: "yes"
  cts-hold-fix-buffers: 0
  cts_buffer_depth: 2
global_routing:
  grt_first_pass_wirelength_mm: 14.7
  grt_pass1_vias: 2768
  overflow: 0
  grt_max_degree: 36
  groute.usage.overall: 0.230
  antenna_found_initial: 0
floorplan:
  coreArea_um2: 7730
  fp_util: 0.412
  die_x_um: 91.2
  die_y_um: 91.2
  row_count: 32
  chipArea_um2: 8310
  ios: 172
flow_run:
  drv_cap: 0
  warnings: 27
critical_path:
  arrival_ns: 2.17
  crit_path_end_kind: "output pin"
  critPathMaxStageDelay_ns: 0.51
  cpMostUsedCell: "clkdlybuf4s50_1"
  critical_path_class: "input pin to output pin"
  critical_path.top_delay_family: "buffers and inverters"
  cp.required_ns: 4.08
  cp_slowest_cell: "clkdlybuf4s50_1"
  cp_num_buf_inv: 2
  crit_chain: "clkdlybuf4s50_1, and2_1, clkdlybuf4s50_1"
  path_max_fanout: 3
  startpoint_type: "input pin"
placed_design:
  post-place-ws_ns: 1.79
  io_buffers: 171
  place.gp.congestion: 0.882
  hpwl_mm: 7.00
status:
  status: "complete, no violations"
power_and_ir_drop:
  leakage_nw: 2.10
  power_density_nw_per_um2: 172
  ir_worst_vdd_mv: 0.151
hold_path:
  hold_path.class: "flip-flop to flip-flop"
==> report_power, final <==
part	total, mW	internal [mW]	switching [mW]
clock	0.219	0.0943	0.124
combinational	0.189	0.121	0.0688
sequential	0.450	0.422	0.0279
==> state kept, by name (all words and copies together), names as in the netlist <==
register and count:
curr_state 6, o_read_finish 1, o_sram_rd_addr 14, o_rd_vld 1, rd_times 4, last_rd_blk 1
o_sram_rd_en 1, last_rd_times 4, blk_addr 14, o_rd_eop 1, o_rd_sop 1, o_pkt_hdr_vld 1
o_read_almost_finish 1
==> final timing paths <==
| path | from | endpoint | slack [ns] | depth (start not counted) |
|---|---|---|---|---|
| worst min-delay path | curr_state[4]$_DFF_PN0_ | curr_state[0]$_DFF_PN1_ | 0.46 | 1 |
| worst max register to register | rd_times[0]$_DFFE_PN0P_ | o_sram_rd_addr[1]$_DFF_PN0_ | 2.44 | 7 |
| min in group asynchronous | i_rst_n | blk_addr[12]$_DFFE_PN0P_ | 0.76 | 1 |
| worst max-delay path | i_sram_rd_data[13] | o_rd_data[13] | 1.91 | 3 |
| max in group asynchronous | i_rst_n | curr_state[0]$_DFF_PN1_ | 3.42 | 2 |
| worst min register to register | curr_state[4]$_DFF_PN0_ | curr_state[0]$_DFF_PN1_ | 0.46 | 1 |
==> final cells by class <==
cell class / instances / share of cell area
multi-input combinational: 259 / 0.358
timing repair buffer: 173 / 0.344
sequential: 50 / 0.250
tap: 102 / 0.0255
clock buffer: 6 / 0.0145
inverter: 8 / 0.00600
clock inverter: 1 / 0.00150
==> through the flow <==
step	power (mW)	hold slack [ns]	std cells	util	area (um2)
final	0.858	0.462	599	0.648	5000
after global routing	0.905	0.488	599	0.648	5000
after CTS	0.872	0.465	599	0.648	5000
after detailed placement	0.649	0.432	592	0.637	4920
after global placement	0.646	0.425	592	0.637	4920
after floorplan	0.525	0.414	338	-	3180
==> cell families (layout without fill, tap and decap cells) <==
logic type,Yosys count,count (layout),synth area share
mux,23,23,0.0779
simple gates,171,171,0.312
buf+inv,29,188,0.0429
flops,50,50,0.394
compound gates,46,46,0.118
fa+ha+maj,3,3,0.0118
xor+xnor,16,16,0.0441
==> layer usage <==
layer	global-route usage	up-vias	share of wire
met2	0.403	106	0.52
met3	0.0391	4	0.063
met5	0	-	0
met4	0.0278	0	0.0070
met1	0.315	1428	0.41
li1	-	1470	-
==> cell usage in the layout, fill, tap and decap left out, types with 2 or more instances in the layout <==
| cell type | Yosys | layout |
|---|---|---|
| mux2_2 | 14 | 14 |
| o21ai_1 | 4 | 4 |
| nor3b_1 | 2 | 2 |
| nand3_2 | 2 | 2 |
| dfrtp_1 | 49 | 49 |
| xor2_1 | 10 | 10 |
| nand2_1 | 18 | 18 |
| nand2b_1 | 2 | 2 |
| and3_1 | 3 | 3 |
| a22oi_1 | 4 | 4 |
| a21o_1 | 3 | 3 |
| nor2_1 | 23 | 23 |
| a21oi_1 | 10 | 10 |
| xnor2_1 | 6 | 6 |
| inv_1 | 7 | 7 |
| mux2i_1 | 9 | 9 |
| ha_1 | 3 | 3 |
| and2_1 | 100 | 100 |
| a211o_1 | 2 | 2 |
| o21ai_0 | 3 | 3 |
| clkbuf_8 | 0 | 5 |
| nand3_1 | 7 | 7 |
| nand4_1 | 6 | 6 |
| clkdlybuf4s50_1 | 0 | 170 |
| buf_4 | 2 | 2 |
| a221o_1 | 3 | 3 |
| o221ai_1 | 7 | 7 |
Power and IR drop assume default switching activity.
