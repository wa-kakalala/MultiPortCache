<file path="flow/design.v">
module find_zero #(
           parameter  WIDTH    = 8
       )
       (
           input  wire [WIDTH-1 : 0]               code,
           output wire [WIDTH-1 : 0]               one_hot_code,
           output wire                            find,
           output wire [$clog2(WIDTH)-1 : 0]      bin_code
	   );
    assign one_hot_code = (code+1) & (~code);
    assign find =  !(&code);
    onehot_decoder #(
                .ONE_HOT_WIDTH ( WIDTH  )
            )
            u_onehot_decoder (
                .one_hot_code            ( one_hot_code   ),
                .bin_code                ( bin_code )
    );
endmodule
module onehot_decoder #(
           parameter  ONE_HOT_WIDTH    = 8
       )(
           input[ONE_HOT_WIDTH-1 : 0]               one_hot_code,
           output wire [$clog2(ONE_HOT_WIDTH)-1 : 0]      bin_code
	   );
	wire [$clog2(ONE_HOT_WIDTH)-1 : 0] temp1 [ONE_HOT_WIDTH-1 : 0];
	wire [ONE_HOT_WIDTH-1 : 0] 			temp2 [$clog2(ONE_HOT_WIDTH)-1 : 0];
	genvar i,j;
	generate
		for(i = 0; i < ONE_HOT_WIDTH; i = i+1)begin : temp1_loop
			assign temp1[i] = one_hot_code[i]? i:'b0;
		end
	endgenerate
	generate
		for(i = 0; i < ONE_HOT_WIDTH; i = i+1)begin : temp_ch1
			for(j = 0; j < $clog2(ONE_HOT_WIDTH); j = j+1) begin  : temp_ch2
				assign temp2[j][i] = temp1[i][j];
			end
		end
	endgenerate
	generate
		for(j = 0; j < $clog2(ONE_HOT_WIDTH); j = j+1)begin : temp2_loop
			assign bin_code[j] = |temp2[j];
		end
	endgenerate
endmodule
</file>
<file path="flow/run.sh">
#!/bin/bash
# OpenROAD 26Q1-2900-gdf79404cd8, Yosys 0.63+post, stock flow scripts
make -C /OpenROAD-flow-scripts/flow DESIGN_CONFIG=/design/flow/config.mk WORK_HOME=/design/flow/orfs finish
</file>
<file path="flow/config.mk">
export PLATFORM = sky130hd
export DESIGN_NAME = find_zero
export DESIGN_NICKNAME = find_zero
export VERILOG_FILES = /design/flow/design.v
export SDC_FILE = /design/flow/constraint.sdc
export NUM_CORES = 4
export LEC_CHECK = 1
export CORE_AREA = 10 10 70 70
export DIE_AREA = 0 0 80 80
</file>
<file path="flow/constraint.sdc">
current_design find_zero

set clk_period 1.5
set clk_io_pct 0.2

create_clock -name clk0 -period $clk_period

set non_clock_inputs [all_inputs -no_clocks]
set_input_delay [expr $clk_period * $clk_io_pct] -clock clk0 $non_clock_inputs
set_output_delay [expr $clk_period * $clk_io_pct] -clock clk0 [all_outputs]
</file>
==> reports/metrics.csv <==
stage,metric,value,unit
finish,seq_cells,0,
floorplanning,die_area,6400,um2
routing,drtIter0Drc,1,
worst_setup_path,crit_fanout,3,
floorplanning,die_height,80,um
floorplanning,rows,21,
yosys,largest_area_cell,nor2_1,
routing,diodes,0,
yosys,ys_cells,23,
yosys,yosysUniqueCellTypes,15,
worst_setup_path,crit_required,1200,ps
final_timing,tightest_slew,150,ps
global_route,grt_pass1_wl,1260,um
place,placed_area,432,um2
final_timing,post-route-period-util,96.5,%
final_timing,fmax,690,MHz
final_timing,maxSlewViolCount,0,
yosys,synth.avg_cell_area,5.60,um2
power,p_leak,0.000221,uW
yosys,syn_inst,23,
final_timing,hold_viol_final,0,
min_path,hold_path_end,bin_code[2],
final_timing,fin_setup_tns,0,ps
yosys,top_area_share,14.6,%
run,drv_cap,0,
run,tool_warnings,32,
place,place.gp.congestion,0.739,
place,portBuffers,20,
power,p_per_area,165,nW/um2
global_route,grt.total_usage,2.26,%
floorplanning,fp_util,3.77,%
routing,route.detailed.drc,0,
final_timing,slew_headroom,89.9,%
min_path,hp-start,code[5],
routing,wl_per_cell,8.04,um
power,finalPower,71.9,uW
floorplanning,io-pin-count,20,
place,dp_hpwl,673,um
routing,via_per_inst,2.71,
worst_setup_path,crit_path_end_kind,output port,
min_path,hold_path_class,input pin to output port,
worst_setup_path,path_class,input pin to output port,
final_timing,hold_ws,940,ps
finish,final_cell_area,435,um2
yosys,yosys_warnings,1,
worst_setup_path,arrival,1150,ps
global_route,grt_pass1_vias,248,
yosys,top_cell,nor2_1,
worst_setup_path,critical_path.startpoint_type,input pin,
finish,fin_util,12.7,%
yosys,synth_seq_share,0,%
final_timing,setup_violations,0,
finish,areaGrowthSynthToFinish,238,%
min_path,min_path_cells,3,
yosys,netlist_top_cells_area,"nor2_1 (15%), nand2_1 (12%), nand4_2 (9.7%), a41oi_1 (6.8%), and2b_2 (6.8%)",
finish,clockBufferCount,0,
yosys,syn_area,129,um2
finish,register_area,0,um2
routing,ant_nets,0,
global_route,grt_max_degree,5,
floorplanning,fp.coreArea,3420,um2
yosys,netlist_top_cells_count,"nor2_1 (5), nand2_1 (4), inv_1 (2)",
routing,drt-total-wl,788,um
floorplanning,fp.dieW,80,um
routing,dr.pass1.iters,2,
global_route,antenna_found_initial,0,
outcome,status,"finished, final reports clean",
power,vdd_drop_max,22.6,uV
global_route,gr-total-overflow,0,
final_timing,fin_crit,1450,ps
routing,vias,266,
finish,drive_above_1_share,46.2,%
final_timing,rsz0062_at_grt,false,
yosys,yosysChipArea,129,um2
worst_setup_path,startpoint,code[0],
[placed cells by master, fill, tap and decap left out, drive strengths merged, types with 2 or more instances in the layout]
cell and n:
nor2 5, nand2 4, clkdlybuf4s50 3, dlygate4sd2 7, inv 2, buf 18
[stage by stage]
step | worst slack [ps] | std cells
finish | 51.8 | 98
global route | 10.5 | 98
CTS | 1.50 | 98
detailed placement | -661 | 95
global placement | -649 | 95
floorplan | 432 | 23
[metal layers]
metal  part of all wire (%)  global-route usage, %  wire length [um]
met3                     20                   1.02               154
met4                      0                      0                 0
met2                     33                   3.29               257
met5                      0                      0                 0
met1                     48                   3.16               376
[power by group]
group	switching, uW	internal [uW]
clock network	0	0
logic	29.3	42.6
registers	0	0
[cells by family (layout without fill, tap and decap cells)]
logic type / after synthesis / in the layout / synth area share [%]
simple gates: 17 / 17 / 71.9
compound gates: 4 / 4 / 22.3
buf+inv: 2 / 31 / 5.83
[layout make-up]
type	instances	area, um2
fillers	399	2980
repair buffers	29	223
multi-input cells	21	148
well taps	46	57.6
inverters	2	7.51
[worst max path at each step]
stage / endpoint
after CTS: one_hot_code[5]
after global routing: one_hot_code[2]
final: one_hot_code[2]
[timing repair]
| action | 4_1_cts | 5_1_grt |
|---|---|---|
| buffers inserted | 3 | 0 |
| hold buffers | 0 | 0 |
| gates resized | 46 | 4 |
| pin swaps | 7 | 2 |
| endpoints found under the setup margin | 12 | 2 |
[critical path: stages]
cell             delay, ps
buf_2                  110
buf_4                  120
nand2_2                 60
nor2_2                  90
clkdlybuf4s50_1        460
Power figures rest on the tool's default switching activity, not on a simulated workload.
